==> /design/flow/design.v <==
module uart_baud(
    Clk,
    Rst_n,
    Tick,
    BaudRate
);
input Clk;
input Rst_n;
input [15:0] BaudRate;
output Tick;
reg [15:0] baudRateReg = 16'd0;  
always @(posedge Clk or negedge Rst_n)
begin
    if (!Rst_n) baudRateReg <= 16'd0;
    else if (Tick) baudRateReg <= 16'd0;
    else baudRateReg <= baudRateReg + 1'b1;
end
assign Tick = (baudRateReg == BaudRate);
endmodule
module uart_main(
Clk ,
Rst_n ,
Tx ,
TxData ,
RxData ,
);
input Clk ;
input Rst_n ;
input [7:0] TxData ;
output Tx ;
output [7:0] RxData ;
wire RxDone ;
wire TxDone ;
wire tick ;
wire TxEn ;
wire RxEn ;
wire [3:0] NBits ;
wire [15:0] BaudRate ;
reg Rx ;
assign RxEn = 1'b1;
assign TxEn = 1'b1;
assign BaudRate = 2'd2;
assign NBits = 4'b1000;
always@(posedge tick)
Rx <= Tx;
uart_rx RX(.Clk(Clk) ,.Rst_n(Rst_n) ,.RxEn(RxEn) ,.RxData(RxData) ,.RxDone(RxDone) ,.Rx(Rx) ,.Tick(tick) ,.NBits(NBits));
uart_tx TX(.Clk(Clk) ,.Rst_n(Rst_n) ,.TxEn(TxEn) ,.TxData(TxData) ,.TxDone(TxDone) ,.Tick(tick) ,.NBits(NBits),.Tx(Tx));
uart_baud BAUDGEN(.Clk(Clk) ,.Rst_n(Rst_n) ,.Tick(tick) ,.BaudRate(BaudRate));
endmodule
module uart_rx(
    Clk,
    Rst_n,
    RxEn,
    RxData,
    RxDone,
    Rx,
    Tick,
    NBits
);
input Clk, Rst_n, RxEn, Rx, Tick;
input [3:0] NBits;
output RxDone;
output [7:0] RxData;
parameter IDLE = 1'b0, READ = 1'b1;
reg [1:0] State, Next;
reg read_enable = 1'b1;
reg start_bit = 1'b1;
reg RxDone = 1'b0;
reg [4:0] Bit = 5'b00000;
reg [1:0] counter = 2'b00;
reg [7:0] Read_data = 8'b00000000;
reg [7:0] RxData;
always @ (posedge Clk or negedge Rst_n)
    if (!Rst_n) State <= IDLE;
    else State <= Next;
always @ (State or Rx or RxEn or RxDone)
begin
    case(State)
        IDLE: if(!Rx & RxEn) Next = READ;
        READ: if(RxDone) Next = IDLE;
        default: Next = IDLE;
    endcase
end
always @ (State or RxDone)
begin
    case (State)
        READ: read_enable <= 1'b1;
        IDLE: read_enable <= 1'b0;
    endcase
end
always @ (posedge Tick)
begin
    if (read_enable)
    begin
        RxDone <= 1'b0;
        counter <= counter+1;
        if ((counter == 2'b11) & (start_bit))
        begin
            start_bit <= 1'b0;
            counter <= 2'b00;
        end
        if ((counter == 2'b11) & (!start_bit) & (Bit < NBits-1))
        begin
            Bit <= Bit+1;
            Read_data <= {Rx, Read_data[7:1]};
            counter <= 2'b00;
        end
        if ((counter == 2'b11) & (Bit == NBits-1) & (Rx))
        begin
            Bit <= 4'b0000;
            RxDone <= 1'b1;
            counter <= 2'b00;
            start_bit <= 1'b1;
        end
    end
end
always @ (posedge Clk)
begin
    if (NBits == 4'b1000) RxData <= Read_data;
    else if (NBits == 4'b0111) RxData <= {1'b0, Read_data[7:1]};
    else if (NBits == 4'b0110) RxData <= {1'b0, 1'b0, Read_data[7:2]};
end
endmodule
module uart_tx(
    Clk,
    Rst_n,
    TxEn,
    TxData,
    TxDone,
    Tx,
    Tick,
    NBits
);
input Clk, Rst_n, TxEn, Tick;
input [3:0] NBits;
input [7:0] TxData;
output reg Tx;
output TxDone;
parameter IDLE = 1'b0, WRITE = 1'b1;
reg State, Next;
reg TxDone = 1'b0;
reg write_enable = 1'b0;
reg start_bit = 1'b1;
reg stop_bit = 1'b0;
reg [4:0] Bit = 5'b00000;
reg [1:0] counter = 2'b00;
reg [7:0] in_data = 8'b00000000;
reg [1:0] R_edge;
wire D_edge;
always @ (posedge Clk or negedge Rst_n)
begin
    if (!Rst_n) State <= IDLE;
    else State <= Next;
end
always @ (State or D_edge or TxData or TxDone)
begin
    case(State)
        IDLE: if(D_edge) Next = WRITE;
              else Next = IDLE;
        WRITE: if(TxDone) Next = IDLE;
               else Next = WRITE;
        default: Next = IDLE;
    endcase
end
always @ (State)
begin
    case (State)
        WRITE: write_enable <= 1'b1;
        IDLE: write_enable <= 1'b0;
    endcase
end
always @ (posedge Tick)
begin
    if (write_enable)
    begin
        counter <= counter+1;
        if(start_bit & !stop_bit)
        begin
            Tx <= 1'b0;
            in_data <= TxData;
        end
        if ((counter == 2'b11) & (start_bit))
        begin
            start_bit <= 1'b0;
            Tx <= in_data[0];
            in_data <= {1'b0, in_data[7:1]};
        end
        if ((counter == 2'b11) & (!start_bit) & (Bit < NBits-1))
        begin
            in_data <= {1'b0, in_data[7:1]};
            Bit <= Bit+1;
            Tx <= in_data[0];
            start_bit <= 1'b0;
            counter <= 2'b00;
        end
        if ((counter == 2'b11) & (Bit == NBits-1) & (!stop_bit))
        begin
            Tx <= 1'b1;
            counter <= 2'b00;
            stop_bit <= 1'b1;
        end
        if ((counter == 2'b11) & (Bit == NBits-1) & (stop_bit))
        begin
            Bit <= 4'b0000;
            TxDone <= 1'b1;
            counter <= 2'b00;
        end
    end
end
always @ (posedge Clk or negedge Rst_n)
begin
    if(!Rst_n) R_edge <= 2'b00;
    else R_edge <= {R_edge[0], TxEn};
end
assign D_edge = !R_edge[1] & R_edge[0];
endmodule
==> /design/flow/run.sh <==
#!/bin/bash
# OpenROAD 26Q1-2900-gdf79404cd8, Yosys 0.63+post, stock flow scripts
make -C /OpenROAD-flow-scripts/flow DESIGN_CONFIG=/design/flow/config.mk WORK_HOME=/design/flow/orfs finish
==> /design/flow/config.mk <==
export PLATFORM = sky130hd
export DESIGN_NAME = uart_main
export DESIGN_NICKNAME = uart_main
export VERILOG_FILES = /design/flow/design.v
export SDC_FILE = /design/flow/constraint.sdc
export NUM_CORES = 4
export LEC_CHECK = 1
export CORE_UTILIZATION = 30
==> /design/flow/constraint.sdc <==
current_design uart_main

set clk_period 3.5
set clk_io_pct 0.2

create_clock -name clk0 -period $clk_period [get_ports {Clk}]

set non_clock_inputs [all_inputs -no_clocks]
set_input_delay [expr $clk_period * $clk_io_pct] -clock clk0 $non_clock_inputs
set_output_delay [expr $clk_period * $clk_io_pct] -clock clk0 [all_outputs]
==> out/metrics.csv <==
metric;value;unit
Rows;33;
clock-pin slew on the worst setup and hold paths;0.09;ns
Synth flops;66;
overflow left after global routing;0;
setup violators final;0;
Highest Signal Layer;met4;
Avg Cell Area, Syn;13.93;um^2
worst setup path endpoint;BAUDGEN.baudRateReg[1];
tally of max-capacitance violations;0;
largest net degree at the start of global routing;27;
first-pass GRT wire length;6.085;mm
Layout area overhead;15.73;%
DRT antenna net count;0;
hold bufs inserted after CTS;0;
Routed Wire Length;3.486;mm
clk latency of the worst-skew pair;0.27;ns
r2r setup slk;1.63;ns
H-Tree Depth;1;
met3 routed WL;132;um
Hold Fails Final Rpt;0;
DRC errors left;0;
Port Buffer Count;18;
WL per Instance;11.03;um
Die Y;94.69;um
comb area leader;simple AND/OR/NAND/NOR gates;
Fillers;790;
router iterations before antenna repair;4;
layout cell share with drive strength beyond 1;9.005;%
setup TNS;0;ns
leakage dissipation;1.111;nW
Least-Margin Pin Slew;0.7646;ns
clock root buffer;clkbuf_8;
initial antenna violation count;0;
Max Slew Vio Count;0;
gr usage total;8.743;%
WP data arrival;2.03;ns
Finished Core Util;36.12;%
outcome;finished clean;
Achievable Freq;0.5358;GHz
met1 wire length;1.880;mm
count of unclocked register or latch pins;38;
CP Data Required Time;3.67;ns
Critical Path Start Type;flop;
Mapped Area;2577;um^2
total CTS buffers;3;
RSZ-0062 raised after global routing;no;
die footprint;8966;um^2
CP max FO;26;
n_diodes;0;
routed via count;1373;
core footprint;8258;um^2
critical path startpoint;BAUDGEN.baudRateReg[0];
Reg2Reg Depth;6;
Adder Area Share;2.913;%
synthesis warning total;4;
Layout Skew;0.003609;ns
clk buf depth;2;
CP Class;flop to flop;
FP Core Util;31.21;%
area fraction in mux cells;3.058;%
routed wl met2;1.429;mm
Post-Synthesis Cells;185;
Simple-Gate Fraction of Synth Area;14.08;%
HPWL after detailed placement;2.491;mm
ys cells;185;
YS chip area;2577;um^2
synth unique cells;33;
Crit Reg-Reg Endpoint;BAUDGEN.baudRateReg[1];
minimum clock period;1.866;ns
Die X-Extent;94.69;um
worst reg2reg startpoint;BAUDGEN.baudRateReg[0];
vias in the first global route;1287;
Via density;4.345;
yosys aoi share;2.621;%
P per Cell Area;202.0;nW/um^2
tool warnings;26;
IO Pins;19;
# Post-CTS Setup Buffers;0;
Final GP Congestion;0.7952;
period utilization;53.32;%
endpoints left unconstrained;81;
critical path capture point type;flop;
Slew Limit Headroom;49.03;%
worst vdd rail ir drop;0.1760;mV
CTS tree;built;
area fraction in xor and xnor cells;6.796;%
Hold/Removal Path Class;flop to flop;
DRT iter0 DRCs;67;
post-CTS resize count;0;
metal layers:
metal | vias to the layer above | global-route usage [%]
li1 | 713 | -
met1 | 629 | 16.21
met2 | 26 | 11.63
met3 | 5 | 1.307
met4 | 0 | 0.8838
met5 | - | 0
cells in the mapped netlist:
library cell | number | area share (%)
or3_4 | 1 | 0.44
dlxtn_1 | 1 | 0.58
a21oi_1 | 2 | 0.39
nor4_1 | 9 | 2.2
or3b_4 | 1 | 0.44
nor3_1 | 8 | 1.6
nor4b_1 | 2 | 0.68
mux2_2 | 7 | 3.1
a31oi_1 | 1 | 0.24
nor3b_2 | 1 | 0.49
and3_1 | 1 | 0.24
xor2_1 | 12 | 4.1
nor2_2 | 1 | 0.24
nor2b_1 | 2 | 0.49
and4_1 | 1 | 0.34
inv_1 | 9 | 1.3
o21a_1 | 3 | 0.87
nand3_1 | 10 | 1.9
nand2_1 | 7 | 1.0
o21ai_0 | 2 | 0.39
nand4_1 | 3 | 0.73
a22oi_2 | 1 | 0.49
dfxtp_1 | 9 | 7.0
edfxtp_1 | 36 | 42
dfrtp_1 | 20 | 19
and2_1 | 2 | 0.49
nor3b_1 | 2 | 0.58
ha_1 | 6 | 2.9
xnor2_1 | 8 | 2.7
or3b_2 | 1 | 0.34
conb_1 | 2 | 0.29
nor2_1 | 13 | 1.9
o22ai_1 | 1 | 0.24
critical path, cell delays in order, from the launching register on:
cell	delay [ns]
dfrtp_1	0.43
inv_1	0.07
ha_1	0.14
nor4b_1	0.21
and4_1	0.51
buf_4	0.34
nor2_1	0.06
sequential cells by signal, summed over array words and instances, names as in the netlist:
| register | cells |
|---|---|
| TX.in_data | 8 |
| RX.Next | 1 |
| RX.RxDone | 1 |
| Rx | 1 |
| RX.start_bit | 1 |
| BAUDGEN.baudRateReg | 16 |
| TX.R_edge | 2 |
| RX.RxData | 8 |
| TX.Tx | 1 |
| RX.Read_data | 8 |
| TX.counter | 2 |
| RX.State | 1 |
| RX.Bit | 5 |
| TX.State | 1 |
| TX.stop_bit | 1 |
| TX.Bit | 5 |
| RX.counter | 2 |
| TX.TxDone | 1 |
| TX.start_bit | 1 |
report_power, final:
group	total (W)	internal (W)	switching (W)
registers	0.000329	0.000327	0.00000159
logic	0.0000231	0.0000130	0.0000101
clock network	0.000251	0.000153	0.0000978
total	0.000603	0.000493	0.000109
cell usage in the layout, fill, tap and decap left out, types with 2 or more instances in the layout:
| master | n |
|---|---|
| o21ai_0 | 2 |
| a21oi_1 | 2 |
| nor4_1 | 9 |
| nor4b_1 | 2 |
| buf_4 | 2 |
| xnor2_1 | 8 |
| nor3b_1 | 2 |
| nand4_1 | 3 |
| and2_1 | 2 |
| nor2_1 | 13 |
| mux2_2 | 7 |
| dfxtp_1 | 9 |
| conb_1 | 4 |
| nand2_1 | 7 |
| nor3_1 | 8 |
| nand3_1 | 10 |
| ha_1 | 6 |
| edfxtp_1 | 36 |
| dfrtp_1 | 20 |
| xor2_1 | 12 |
| nor2b_1 | 2 |
| clkdlybuf4s50_1 | 18 |
| o21a_1 | 3 |
| inv_1 | 9 |
| clkbuf_8 | 3 |
how the worst min path moves through the flow:
stage             from           end  depth (start not counted)
6_report  TX.R_edge[0]  TX.R_edge[1]                          0
5_1_grt   TX.R_edge[0]  TX.R_edge[1]                          0
4_1_cts   TX.R_edge[0]  TX.R_edge[1]                          0
final cells by class:
class	instances	area [um^2]	share of cell area, %
clock buffers	3	41.29	1.384
well taps	105	131.4	4.404
inverters	9	33.78	1.133
repair buffers	20	195.2	6.544
multi-input cells	112	774.5	25.96
clock inverters	1	30.03	1.007
flip-flops and latches	66	1777	59.56
kinds of logic (layout without fill, tap and decap cells):
family	after synthesis	after routing
fa+ha+maj	6	6
flops	65	65
buf+inv	9	33
latches	1	1
compound gates	10	10
simple gates	65	65
mux	7	7
xor+xnor	20	20
other cells	2	4
through the flow:
step | cell area [um^2] | setup slack [ns] | power [W] | hold WS (ns) | cells
global placement | 2912 | 1.650 | 0.0003589 | 0.3674 | 312
finish | 2983 | 1.634 | 0.0006026 | 0.3894 | 316
CTS | 2983 | 1.598 | 0.0006136 | 0.3969 | 316
detailed placement | 2912 | 1.630 | 0.0003590 | 0.3686 | 312
global route | 2983 | 1.433 | 0.0006287 | 0.4167 | 316
floorplan | 2585 | 1.811 | 0.0003421 | 0.3540 | 187
Power figures rest on the tool's default switching activity, not on a simulated workload.
